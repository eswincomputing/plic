[design/flow/run.sh]
#!/bin/bash
# OpenROAD 26Q1-2900-gdf79404cd8, Yosys 0.63+post, stock flow scripts
make -C /OpenROAD-flow-scripts/flow DESIGN_CONFIG=/design/flow/config.mk WORK_HOME=/design/flow/orfs finish
[design/flow/config.mk]
export PLATFORM = sky130hd
export DESIGN_NAME = apb2sram
export DESIGN_NICKNAME = apb2sram
export VERILOG_FILES = /design/flow/design.v
export SDC_FILE = /design/flow/constraint.sdc
export NUM_CORES = 4
export LEC_CHECK = 1
export CORE_AREA = 10 10 118 118
export DIE_AREA = 0 0 128 128
[design/flow/constraint.sdc]
current_design apb2sram

set clk_period 2.0
set clk_io_pct 0.2

create_clock -name clk0 -period $clk_period

set non_clock_inputs [all_inputs -no_clocks]
set_input_delay [expr $clk_period * $clk_io_pct] -clock clk0 $non_clock_inputs
set_output_delay [expr $clk_period * $clk_io_pct] -clock clk0 [all_outputs]
[design/flow/design.v]
module apb2sram
#(parameter ADDR_WIDTH  =32, DOMAIN_W=1, DATA_WIDTH=32, MEM_ADDR_WIDTH=13, REG_INPUT=1
 )
(
  input  logic                      pclk_i      ,
  input  logic                      prst_n_i    ,
  input  logic                      test_mode_i ,
  input  logic                      psel_i   ,
  input  logic                      penable_i,
  input  logic                      pwrite_i ,
  input  logic [ADDR_WIDTH-1:0]     paddr_i  ,
  input  logic [DATA_WIDTH-1:0]     pwdata_i ,
  input  logic [DOMAIN_W-1:0]       acc_did_i             ,   
  output  logic [DATA_WIDTH-1:0]    prdata_o  ,
  output  logic                     pready_o  ,
  output  logic                     pslv_err_o,
  input   logic [2:0]               pprot_i   ,  
  input   logic [DATA_WIDTH/8-1:0]  pstrb_i   ,                                            
  input  logic                      mem_rdy_i , 
  input  logic                      error_i   ,
  output logic                      pri_acc_o ,  
  output logic                      sec_acc_o ,
  output logic                      data_acc_o,
  output logic [MEM_ADDR_WIDTH-1:0] mem_addr_o,
  output logic                      mem_csb_o ,  
  output logic                      mem_rwb_o ,  
  output logic [DATA_WIDTH/8 - 1:0] mem_wm_o  ,  
  output logic [DATA_WIDTH-1:0]     mem_wdata_o  ,
  input  logic [DATA_WIDTH-1:0]     mem_rdata_i  ,
  output  logic [1:0]               acc_priv_mode_o       ,   
  output  logic [DOMAIN_W-1:0]      acc_did_o ,                 
  output  logic                     gated_clk_o 
);
  typedef enum logic [1:0]  { IDLE=0, SETUP=1, ACCESS= 2} state_t; 
  state_t  cur_st, nxt_st;
  logic                      wr    ;
  logic [ADDR_WIDTH-1:0]     addr  ;
  logic [DATA_WIDTH-1:0]     wdata ;
  logic [1:0]                acc_priv_mode ;   
  logic [DOMAIN_W-1:0]       acc_did       ;   
  logic                      gated_clk;
  logic                      clk_en;
  assign  clk_en = (cur_st != IDLE | psel_i) ? 1'b1 : 1'b0;
  assign gated_clk_o = gated_clk;
   clkgate inst_clkgate
   (
     .out (gated_clk),
     .en  (clk_en   ),
     .test_en( test_mode_i),
     .in  (pclk_i)
   );
  always_comb
  begin :apb_fsm_comb
     nxt_st = cur_st;
     case(cur_st)
       IDLE :
          begin
            if (psel_i & ~ penable_i) begin 
              nxt_st = SETUP;
            end
          end 
       SETUP:
          begin
            if (psel_i & penable_i) begin 
              nxt_st = ACCESS;
            end              
          end
       ACCESS:
          begin
            if (pready_o == 1'b1) begin
              if (psel_i & ~ penable_i) begin 
                nxt_st = SETUP; 
              end
              else if (~psel_i & ~ penable_i) begin 
                nxt_st = IDLE; 
              end               
            end
          end            
     default : nxt_st = IDLE;                      
   endcase   
  end    
  always @(posedge gated_clk or negedge prst_n_i)    
  begin
    if (!prst_n_i)
      begin
        cur_st <= IDLE;
      end 
    else
      begin
        cur_st <= nxt_st; 
      end 
  end
  generate
  if (REG_INPUT) begin
    always @(posedge gated_clk or negedge prst_n_i)    
    begin
      if (!prst_n_i)
        begin
          wr    <= 0;
          addr  <= 0;
          wdata <= 0;
          acc_priv_mode <= 0;
          acc_did <= 0;
        end 
      else
        begin
          if (nxt_st == SETUP) begin 
            wr    <= pwrite_i;
            addr  <= paddr_i ;
            wdata <= pwdata_i;
            acc_priv_mode <= pprot_i[1:0];
            acc_did  <= acc_did_i;
          end 
        end 
    end
    assign mem_csb_o   = (cur_st == SETUP & penable_i) ? 1'b0 : 1'b1;
    assign pready_o = (cur_st == SETUP & penable_i)  ? 1'b0 :
                      (cur_st == ACCESS) ? mem_rdy_i : 1'b1;
  end 
  else begin 
    assign wr    = pwrite_i;
    assign addr  = paddr_i ;
    assign wdata = pwdata_i;
    assign acc_priv_mode = pprot_i[1:0];
    assign acc_did       = acc_did_i;
    assign mem_csb_o   = (cur_st == SETUP & penable_i) ? 1'b0 : 1'b1;
    assign pready_o = (cur_st == SETUP & penable_i) ? mem_rdy_i : 1'b1;
  end 
  endgenerate 
    assign mem_addr_o  =  addr[MEM_ADDR_WIDTH-1:0] ;
    assign mem_rwb_o   =  wr;
    assign mem_wdata_o =  wdata;
    assign prdata_o    =  mem_rdata_i;
    assign acc_priv_mode_o = acc_priv_mode;
    assign acc_did_o       = acc_did;
    assign pslv_err_o  = (pready_o & cur_st == ACCESS & penable_i) ? error_i : 1'b0;
    assign mem_wm_o  = pstrb_i;
    assign pri_acc_o = pprot_i[0];
    assign sec_acc_o = ~pprot_i[1];
    assign data_acc_o = pprot_i[2];
endmodule
module clkgate(
  output logic out,
  input  logic en,
  input  logic test_en,
  input  logic in
);
    logic en_latched  ;
    always @(*) begin
       if (!in) begin
          en_latched = en || test_en;
       end
    end
    assign out = en_latched && in;
endmodule
==> CHANGELOG.md <==
## Flow update

* Worst-path cell chain: clkdlybuf4s50_1, and2_2, clkdlybuf4s50_1
* Vias in the first global route at 1580
* Hold Crit Depth at 0
* Hold crit path type: in2out
* Detailed Routing Iterations Pass 1 at 3
* Hold Path Sink: mem_wm_o[0]
* Register pins left without a clock at 52
* Largest cells by area after synthesis: dfrtp_1 52%, mux2_4 30%, buf_4 12%
* Synth area leader: dfrtp_1
* Initial antenna violation count at 0
* Commonest flop: dfrtp_1
* Worst stage delay on the critical path at 0.49 ns
* VDD IR max at 0.000104 V
* Floorplan Utilization at 21.6%
* Cells after Synth at 160
* Max Fclk at 521 MHz
* Wire length per cell at 15.2 µm
* Critical path endpoint category: output port
* YS chip area at 0.00247 mm²
* Die X at 128 µm
* Max_cap viols at 0
* Critical Path AT at 1.52 ns
* Core box area at 0.0114 mm²
* Final GP Congestion at 0.736
* RSZ-0062 raised after global routing: false
* Crit Path Class: in2out
* Ys async rst share at 98.1%
* Via/cell ratio at 3.70
* Yosys warnings at 2
* Most frequent CP cell: clkdlybuf4s50_1
* CP startpoint kind: primary input
* Syn-to-layout area delta at 40.0%
* Global-route wire length before repair at 8740 µm
* GRT Total Usage at 6.47%
* DRC violations left at 0
* Finished Layout Cells at 375
* Post-DP HPWL at 4340 µm
* Io pins at 204
* Routed Antenna Nets at 0
* Leakage at 1.53 nW
* Setup TNS at 0 ns
* Stages on worst setup path at 3
* Slew Limit Fails at 0
* Worst-Margin Slew at 0.649 ns
* Rel. slew slack at 56.7%
* Min Tclk post-route at 1.92 ns
* CTS Hold Bufs at 0
* Filler Cells Inserted at 1139
* Ys cells at 160
* Yosys reg bits at 52
* Initial drt markers at 26
* Synthesized area at 0.00247 mm²
* Synth top cells by count: 51 x dfrtp_1, 49 x mux2_4, 38 x buf_4
* Worst EP required at 1.60 ns
* Tool Warnings at 51
* Crit share post-route at 96.1%
* Average size of a mapped cell at 15.4 µm²
* PortBufs at 111
* Delay-heaviest family, CP: buffers and inverters
* EDFF count, synth at 0
* Final setup viols at 0
* Grt ovf at 0
* Worst hold start: pstrb_i[0]
* Placed Cells at 374
* Synth cell types at 17
* Endpoints left unconstrained at 101
* Share of cells above drive strength 1 at 24.6%
* Hold Vio Cnt, Final at 0
* Die area at 0.0164 mm²
* Power per cell area at 143 mW/mm²
* Status: complete, no violations
* Worst Path Max Fanout at 2
* Slowest stage cell, crit path: clkdlybuf4s50_1
* CP bufs+invs at 2
* Top cell type by instance count after synthesis: dfrtp_1
* Vias at 1388
* Row count at 39
* WL final at 5710 µm
* Die height at 128 µm
* ANT cells at 0
* Largest net degree at the start of global routing at 52
* Top cell area share at 51.7%
[metal layers]
layer / share of wire [%] / global-route usage (%)
met5: 0 / 0
met4: 0.35 / 0.464
met2: 45 / 10.3
met3: 9.3 / 1.80
met1: 45 / 9.05
[stage by stage]
stage | util (%) | power, W | worst slack [ns] | hold WS, ns | cell area [µm²]
after global routing | 30.3 | 0.000532 | 0.0166 | 0.800 | 3460
after detailed placement | 30.2 | 0.000502 | 0.0173 | 0.800 | 3440
final | 30.3 | 0.000494 | 0.0789 | 0.800 | 3460
after floorplan | - | 0.000329 | 0.496 | 0.809 | 2470
after CTS | 30.2 | 0.000505 | 0.0130 | 0.800 | 3440
after global placement | 30.2 | 0.000499 | 0.0184 | 0.800 | 3440
[layout by cell type (no fill, tap or decap), drive strengths merged]
cell | synthesis | layout
mux2 | 49 | 49
o21ba | 1 | 1
nand2 | 2 | 2
inv | 3 | 3
and2 | 1 | 1
buf | 44 | 6
dlxtn | 1 | 1
o22ai | 1 | 1
dlymetal6s2s | 0 | 2
o21a | 1 | 1
nor2b | 1 | 1
clkdlybuf4s50 | 0 | 108
nand3b | 1 | 1
a32o | 1 | 1
nor2 | 1 | 1
nand3 | 1 | 1
dfrtp | 51 | 51
or4 | 1 | 1
[report_power, final]
group	switching (W)	internal, W
Sequential	0.0000149	0.0000783
Combinational	0.000124	0.000278
Clock	0	0
Total	0.000138	0.000356
[worst max-delay path by stage]
stage | slack, ns | start | to
global route | 0.02 | pclk_i | gated_clk_o
finish | 0.08 | pclk_i | gated_clk_o
CTS | 0.01 | penable_i | pready_o
[cell families after synthesis]
group / synth area share [%]
and+or+nand+nor: 1.77
AOI/OAI and AO/OA: 1.37
latches: 0.608
muxes: 29.8
buffers and inverters: 14.7
DFF: 51.7
[state kept, by name, summed over array words and instances (netlist names)]
register,count
addr,13
wdata,32
wr,1
acc_priv_mode,2
cur_st,2
inst_clkgate.en_latched,1
acc_did,1
[what timing repair did]
| action | 4_1_cts | 5_1_grt |
|---|---|---|
| endpoints found under the setup margin | 0 | 2 |
| resized | 0 | 2 |
| buffers inserted | 0 | 1 |
[final cells by class]
class / count / area (µm²) / share of cell area (%)
Inverter: 3 / 11.3 / 0.326
Multi-Input combinational cell: 61 / 826 / 23.9
Sequential cell: 52 / 1290 / 37.4
Tap cell: 143 / 179 / 5.18
Timing Repair Buffer: 116 / 1150 / 33.2
No activity file was given, so power comes from the tool's default toggle rates.
