===== design/flow/config.mk =====
export PLATFORM = sky130hd
export DESIGN_NAME = plic_int_detect
export DESIGN_NICKNAME = plic_int_detect
export VERILOG_FILES = /design/flow/design.v
export SDC_FILE = /design/flow/constraint.sdc
export NUM_CORES = 4
export LEC_CHECK = 1
export CORE_UTILIZATION = 50

===== design/flow/constraint.sdc =====
current_design plic_int_detect

set clk_period 1.0
set clk_io_pct 0.2

create_clock -name clk0 -period $clk_period [get_ports {clk_i}]

set non_clock_inputs [all_inputs -no_clocks]
set_input_delay [expr $clk_period * $clk_io_pct] -clock clk0 $non_clock_inputs
set_output_delay [expr $clk_period * $clk_io_pct] -clock clk0 [all_outputs]

===== design/flow/design.v =====
module plic_int_detect
#(parameter NUM_IRQ=48, 
            UNIT_IRQ_NUM=32   
 )
(
  input  logic                        clk_i          ,
  input  logic                        rst_n_i        ,
  input  logic                        test_mode_i    ,
  input  logic  [NUM_IRQ-1:0]         irq_i          ,             
  input  logic  [NUM_IRQ-1:0]         irq_mask_i     ,
  output logic [NUM_IRQ-1:0]          irq_o            
);
  localparam UNIT_WIDTH = $clog2(UNIT_IRQ_NUM);
  localparam LEFT_OVER_IRQ_NUM = NUM_IRQ - (NUM_IRQ/UNIT_IRQ_NUM)*UNIT_IRQ_NUM;
  localparam NUM_OF_UNIT = (LEFT_OVER_IRQ_NUM ==0) ? (NUM_IRQ >> UNIT_WIDTH) : (NUM_IRQ >> UNIT_WIDTH) + 1;
  localparam IRQ_OF_LAST_UNIT =  (LEFT_OVER_IRQ_NUM ==0)  ? UNIT_IRQ_NUM : LEFT_OVER_IRQ_NUM;
  logic  [NUM_IRQ-1:0]         synced_irq   ;
  logic  [NUM_IRQ-1:0]         irq_det      ;
   generate 
   genvar i;
   genvar m;
   for (i=0; i < (NUM_OF_UNIT-1); i++) 
   begin
    for (m=0; m < UNIT_IRQ_NUM; m++) begin 
      sync_cell inst_irq_sync 
      (
        .clk_i  (clk_i      ), 
        .rst_n_i(rst_n_i    ),
        .din    (irq_i[i*UNIT_IRQ_NUM+m]      ),
        .dout   (synced_irq[i*UNIT_IRQ_NUM+m] )
      );
    end  
   end
   endgenerate
   generate 
   genvar k;
   for (k=0; k < IRQ_OF_LAST_UNIT; k++) begin 
      sync_cell inst_irq_sync 
      (
        .clk_i  (clk_i      ), 
        .rst_n_i(rst_n_i    ),
        .din    (irq_i[(NUM_OF_UNIT-1)*UNIT_IRQ_NUM+k]      ),
        .dout   (synced_irq[(NUM_OF_UNIT-1)*UNIT_IRQ_NUM+k] )
      );
    end  
   endgenerate
   always @(posedge clk_i or negedge rst_n_i)
   begin : int_detect
     if(!rst_n_i) begin
       for (int i=0; i < NUM_IRQ; i++) begin 
         irq_det[i]  <= 0;
       end            
	 end
     else begin
       for (int i=0; i < NUM_IRQ; i++) begin 
         if ( ~ irq_mask_i[i] ) begin 
            irq_det[i] <= 1'b0;
         end
         else if ( ~ irq_det[i] & irq_mask_i[i] & synced_irq[i] ) begin 
           irq_det[i] <= 1'b1;
         end 
       end   
	 end 
   end 
   assign irq_o = irq_det;
endmodule
module sync_cell 
# (parameter DEPTH=2)
(
  input logic clk_i,
  input logic rst_n_i,
  input logic din,
  output logic dout
);
 logic [DEPTH-1:0] sync_ff;
always@(posedge clk_i or negedge rst_n_i)
  begin
    if (!rst_n_i)
       sync_ff <= '0;
    else
       sync_ff <= {sync_ff[DEPTH-2:0],din};
  end
  assign dout = sync_ff[DEPTH-1];
endmodule

===== design/flow/run.sh =====
#!/bin/bash
# OpenROAD 26Q1-2900-gdf79404cd8, Yosys 0.63+post, stock flow scripts
make -C /OpenROAD-flow-scripts/flow DESIGN_CONFIG=/design/flow/config.mk WORK_HOME=/design/flow/orfs finish

==> impl_metrics.yaml <==
# generated from flow reports
run_status:
  outcome: "finished with violations"
  violations: "negative hold slack, negative setup slack"
finish:
  multi_input_comb_area_sq_um: 360.3
  synthToLayoutAreaGrowth_pct: 58.62
  drive_above_1_share_pct: 30.36
  register_area_sq_mm: 0.003603
  fill_cells: 418
final_timing:
  slew_violations: 0
  actual_slew_at_the_worst_max_slew_pin_ns: 0.2722
  hold_violation_total_from_the_final_report: 144
  finalWorstPathRequiredPeriod_ns: 1.223
  postLayoutSetupSlackWorst_ns: -0.2228
  clock_skew_ns: 0.004059
  layout_worst_path_cycle_share_pct: 122.3
  setup_violations: 48
  holdWs_ns: -0.3167
  fmax_mhz: 817.8
  max_slew_margin_pct: 81.85
  grt_setup_unrepaired: "true"
cts:
  cts.root.buffer_cell: "clkbuf_8"
  clock_tree_from_tritoncts: "yes"
  ctsLongestPathBuffers: 2
  worst_setup_hold_path_clk_slew_ns: 0.06
  ctsHtreeMaxLevel: 4
  clkLatencyLatePin_ns: 0.50
  tritoncts.num_buffers: 17
  cts_sinks: 144
setup_path:
  critPathArrivalTime_ns: 1.02
  worstPathBufferInverterCount: 1
  critPathLaunch: "irq_det[29]"
  cp_top_family: "flip-flops"
  path_cells: "buf_2"
  timing.critical_path.from_type: "flip-flop"
  timing_worst_setup_path_type: "reg -> out"
  cp_slowest_stage_delay_ns: 0.40
  critical-path-slowest-cell: "dfrtp_1"
  worst_setup_path_end_kind: "output port"
  rr_startpoint: "irq_det[29]"
  critical_path.max_fanout: 2
  required_ns: 0.80
placed_design:
  gp_routability_congestion: 0.7177
  hpwl_mm: 4.374
  portBuffers: 145
  detailedPlace.worstSlack_ns: -0.02245
grt:
  first_global_vias: 2309
  antenna_found_initial: 0
  grt_max_degree: 52
  grtUsageTotal_pct: 18.97
  overflow: 0
  grt_pass1_wl_mm: 11.19
power_and_ir_drop:
  power.leakage_nw: 2.938
  vdd_drop_max_uv: 1373
  pwr_density_cell_mw_per_mm2: 2087
routing:
  postRouteWirelength_mm: 7.359
  n_antenna_cell: 0
  post_drt_wl_per_cell_um: 14.23
  vias_per_cell: 4.406
  drcViolationCount: 0
  antenna_violating_nets_post_route: 0
  drtIter0Drc: 31
  drt_pre_antenna_iters: 4
  via_count: 2278
logic_synthesis:
  post_synth.cell_area_avg_sq_um: 20.64
  count_of_synthesis_stage_warnings_from_yosys: 2
  netlist_area_before_placement_sq_mm: 0.003964
  ys_seq_share_pct: 90.91
  synth-seq-cells: 144
  synth-area-yosys_sq_mm: 0.003964
  synth.lib_cells_used.distinct: 2
  synth-cells-yosys: 192
  synth_cells: 192
floorplan:
  dieArea_sq_mm: 0.008287
  die-height_um: 91.04
  chipWidth_um: 91.04
  core_util_floorplan_pct: 51.56
  boundaryPins: 147
  fp-row-count: 32
  fp.coreArea_sq_mm: 0.007687
flow_run:
  tool_warnings: 31
  cap_violations: 0
hold_path:
  worstHoldPathType: "in -> async"
## cell usage after synthesis
cell type    n  area [sq um]
o21a_1      48         360.4
dfrtp_1    144          3603
## final timing paths
check | to | slack [ns] | depth (start not counted)
worst max register to register | irq_det[29] | 0.03 | 3
max in group asynchronous | genblk1[0].genblk1[10].inst_irq_sync.sync_ff[0] | 0.85 | 4
min in group clk0 | genblk2[3].inst_irq_sync.sync_ff[0] | 0.13 | 1
worst min register to register | genblk1[0].genblk1[5].inst_irq_sync.sync_ff[1] | 0.34 | 0
worst min-delay path | irq_det[29] | -0.32 | 3
worst max-delay path | irq_o[29] | -0.22 | 1
## through the flow
stage / instance area [sq um] / cells / util, % / TNS (ns) / power, mW
finish: 6287 / 517 / 81.79 / -8.982 / 13.12
global route: 6287 / 517 / 81.79 / -11.57 / 13.66
CTS: 6112 / 497 / 79.51 / -10.27 / 13.18
detailed placement: 5619 / 444 / 73.10 / -0.1701 / 7.247
global placement: 5619 / 444 / 73.10 / -0.09243 / 7.221
floorplan: 3964 / 192 / - / 0 / 6.423
## where the power goes
group | leakage (nW) | internal, mW | switching [mW] | total [mW]
clock network | 0.261 | 3.58 | 2.35 | 5.93
logic | 0.958 | 0.659 | 0.259 | 0.918
registers | 1.72 | 6.16 | 0.118 | 6.27
total | 2.94 | 10.4 | 2.72 | 13.1
## kinds of logic after synthesis
logic type / after synthesis / share of synthesized area, %
flops: 144 / 90.91
compound gates: 48 / 9.091
## cell type report
type | instances | share of cell area (%)
Clock inverter | 14 | 2.507
Clock buffer | 18 | 6.647
Sequential cell | 144 | 57.31
Timing Repair Buffer | 191 | 25.77
Tap cell | 102 | 2.030
Multi-Input combinational cell | 48 | 5.731
## what timing repair did
action / 4_1_cts / 5_1_grt
pin swaps: 0 / 0
setup endpoints to repair: 48 / 48
endpoints found under the hold margin: 144 / 144
setup buffers: 21 / 18
gates resized: 146 / 0
## layout by cell type (no fill, tap or decap), drive strengths merged
| cell | synthesis | final |
|---|---|---|
| buf | 0 | 95 |
| bufinv | 0 | 2 |
| clkbuf | 0 | 18 |
| clkdlybuf4s50 | 0 | 96 |
| clkinv | 0 | 2 |
| clkinvlp | 0 | 6 |
| dfrtp | 144 | 144 |
| inv | 0 | 4 |
| o21a | 48 | 48 |
## tightest hold or removal path: stages
cell    delay [ns]
buf_6         0.07
buf_12        0.09
buf_12        0.16
## flip-flops by register name, indices dropped and copies added, names as in the netlist
name                                   cells
genblk1.genblk1.inst_irq_sync.sync_ff     64
irq_det                                   48
genblk2.inst_irq_sync.sync_ff             32
## metal layers
layer / global-route usage (%) / vias to the layer above / share of wire [%]
li1: - / 1069 / -
met1: 31.52 / 1111 / 42
met2: 27.08 / 94 / 48
met3: 7.823 / 4 / 9.2
met4: 3.042 / 0 / 0.82
met5: 0 / - / 0
Power and IR drop assume default switching activity.
